[flow/design.v]
module mp_irq_retryer #(
    parameter integer RETRY_COUNTER_LIMIT = 250000000, 
    parameter integer CMD_FIFO_DEPTH = 64
)(
    input  logic CLK           ,
    input  logic RESET         ,
    input  logic USER_EVENT_IN ,
    input  logic USER_EVENT_ACK,
    output logic RETRY
);
    logic [$clog2(RETRY_COUNTER_LIMIT)-1:0] retry_counter      = '{default:0};
    logic [     $clog2(CMD_FIFO_DEPTH)-1:0] unload_irq_counter = '{default:0};
    logic d_user_event_in  = 1'b0;
    logic event_signal     = 1'b0;
    logic d_user_event_ack = 1'b0;
    logic event_ack_signal = 1'b0;
    logic unload_flaq = 1'b0;
    always_ff @(posedge CLK) begin : d_user_event_in_processing 
        d_user_event_in <= USER_EVENT_IN;
    end 
    always_ff @(posedge CLK) begin : event_signal_processing 
        if (USER_EVENT_IN & !d_user_event_in) begin 
            event_signal <= 1'b1;
        end else begin 
            event_signal <= 1'b0;
        end 
    end 
    always_ff @(posedge CLK) begin : d_user_event_ack_processing 
        d_user_event_ack <= USER_EVENT_ACK;
    end 
    always_ff @(posedge CLK) begin : event_ack_signal_processing 
        if (USER_EVENT_ACK & !d_user_event_ack) begin 
            event_ack_signal <= 1'b1;
        end else begin 
            event_ack_signal <= 1'b0;
        end 
    end 
    always_ff @(posedge CLK) begin : unload_irq_counter_processing 
        if (RESET) begin 
            unload_irq_counter <= '{default:0};
        end else begin 
            if (event_signal) begin 
                if (!event_ack_signal) begin 
                    if (unload_irq_counter == (CMD_FIFO_DEPTH-1)) begin 
                        unload_irq_counter <= unload_irq_counter;
                    end else begin 
                        unload_irq_counter <= unload_irq_counter + 1;
                    end 
                end else begin 
                    unload_irq_counter <= unload_irq_counter;
                end 
            end else begin 
                if (event_ack_signal) begin 
                    if (unload_irq_counter == 0) begin 
                        unload_irq_counter <= unload_irq_counter;
                    end else begin 
                        unload_irq_counter <= unload_irq_counter - 1;
                    end 
                end else begin 
                    unload_irq_counter <= unload_irq_counter;
                end 
            end 
        end 
    end 
    always_ff @(posedge CLK) begin : unload_flaq_processing 
        if (unload_irq_counter == 0) begin 
            unload_flaq <= 1'b0;
        end else begin 
            unload_flaq <= 1'b1;
        end 
    end 
    always_ff @(posedge CLK) begin : retry_counter_processing 
        if (RESET) begin 
            retry_counter <= '{default:0};
        end else begin 
            if (unload_flaq) begin 
                if (retry_counter == (RETRY_COUNTER_LIMIT-1)) begin 
                    retry_counter <= '{default:0};
                end else begin 
                    if (event_signal) begin 
                        retry_counter <= '{default:0};
                    end else begin 
                        retry_counter <= retry_counter + 1;
                    end 
                end 
            end else begin 
                retry_counter <= '{default:0};
            end 
        end 
    end 
    always_ff @(posedge CLK) begin : RETRY_processing 
        if (retry_counter == (RETRY_COUNTER_LIMIT-1)) begin 
            RETRY <= 1'b1;
        end else begin 
            RETRY <= 1'b0;
        end 
    end 
endmodule
[flow/run.sh]
#!/bin/bash
# OpenROAD 26Q1-2900-gdf79404cd8, Yosys 0.63+post, stock flow scripts
make -C /OpenROAD-flow-scripts/flow DESIGN_CONFIG=/design/flow/config.mk WORK_HOME=/design/flow/orfs finish
[flow/config.mk]
export PLATFORM = sky130hd
export DESIGN_NAME = mp_irq_retryer
export DESIGN_NICKNAME = mp_irq_retryer
export VERILOG_FILES = /design/flow/design.v
export SDC_FILE = /design/flow/constraint.sdc
export NUM_CORES = 4
export LEC_CHECK = 1
export CORE_AREA = 10 10 107 107
export DIE_AREA = 0 0 117 117
export SYNTH_HDL_FRONTEND = slang
[flow/constraint.sdc]
current_design mp_irq_retryer

set clk_period 4.7
set clk_io_pct 0.2

create_clock -name clk0 -period $clk_period [get_ports {CLK}]

set non_clock_inputs [all_inputs -no_clocks]
set_input_delay [expr $clk_period * $clk_io_pct] -clock clk0 $non_clock_inputs
set_output_delay [expr $clk_period * $clk_io_pct] -clock clk0 [all_outputs]
==> out/metrics.csv <==
metric,value,unit
status,completed,
drc,0,
grt_pass1_wl,5.506,mm
ys_area,0.001873,mm^2
cp_cell_sequence,clkdlybuf4s50_1 > inv_1 > nand3_1 > or2_1 > buf_4 > nor2_1,
critPathCapture,retry_counter[10],
flop_cell,dfxtp_1,
grt-ovfl-total,0,
drv_cap,0,
synthDistinctLibCells,39,
yosysWarnings,0,
fin_crit,2.208,ns
fp.dieW,117,um
num_vias,1349,
finalCritPeriodShare,0.4697,
top_cell_area_share,0.4275,
comb_area,997.2,um^2
largest_area_cell,dfxtp_1,
cpPeakStageDelay,0.57,ns
r2r-start,event_signal,
worstPathArrival,2.38,ns
firstDrtPassIters,4,
fp-row-count,35,
final-hold-violation-count,0,
worstPathMaxFanout,17,
r2r_slack,2.53,ns
clk_latency,0.28,ns
cts_tree,built,
critPathLaunchType,input pin,
ys_cells,201,
fmax,453.0,MHz
ant_nets,0,
r2r-end,unload_irq_counter[5],
cts_resized,0,
core_area,0.009196,mm^2
async_reset_ff_frac,0,
drtIter0Drc,57,
numClockSinks,40,
root_buffer,clkbuf_8,
wl_per_cell,9.322,um
cts_buffer_depth,2,
p_per_area,340.6,mW/mm^2
synthToLayoutAreaGrowth,11.29,%
htree_levels,2,
drt_wl_total,2.983,mm
fp_util,0.2037,
tightest_slew,0.6786,ns
cts_buffers,5,
die-height,117,um
end_kind,flip-flop,
die_area,0.01369,mm^2
fin_tns_setup,0,ns
pin_count,5,
grt_max_degree,18,
syn-cell-area,0.001873,mm^2
finalSetupViolations,0,
dp_hpwl,2.198,mm
p_leak,0.0007077,uW
ys_ff,40,
ys_seq_share,0.4275,
reg2reg_depth,7,
gp_congestion,0.7993,
rsz0062_at_grt,false,
final_util,0.2267,
via_per_inst,4.216,
cp-startpoint,RESET,
avgSynthCellArea,9.319,um^2
cts_setup_buffers,0,
grt_pass1_vias,1249,
vdd_drop_max,0.0002114,V
skew,0.006450,ns
clk_pin_slew,0.07,ns
area_leaders,"dfxtp_1, xor2_1, nor2_1",
synthCells,201,
antenna_cells,0,
max_slew_margin,0.5476,
required,4.87,ns
flop_area,800.8,um^2
path_class,in -> reg,
antenna_found_initial,0,
report.final.slew_viol_count,0,
warnings,25,
track_usage,0.04757,
final_layout_size_suffix_gt1_frac,0.06699,
worstHoldPathType,reg -> reg,
io_buffers,4,
edf_count,0,
nFillCells,1005,
slowest_stage,clkdlybuf4s50_1,
cts_hold_buf,0,
[cell families (layout without fill, tap and decap cells)]
logic type,Yosys count,after routing,share of synthesized area
simple gates,100,100,0.2839
buf+inv,9,17,0.04008
mux,3,3,0.01603
flops,40,40,0.4275
xor+xnor,30,30,0.1403
compound gates,13,13,0.04809
fa+ha+maj,6,6,0.04409
[cells in the mapped netlist, types with 2 or more instances]
library cell	number
dfxtp_1	40
xnor2_1	12
xor2_1	18
nor4_1	2
nand3_1	10
nand2_1	12
nor2b_1	3
a211oi_1	2
ha_1	5
and4_1	3
nor2_1	39
and3_1	6
o21ai_0	2
buf_12	2
inv_1	5
nor4_2	2
nor3b_1	2
mux2i_1	3
a21o_1	2
a21oi_1	3
nand4_1	10
[cells in the final DEF, fill, tap and decap left out, drive strengths merged, types with 2 or more instances in the layout]
| master | n |
|---|---|
| dfxtp | 40 |
| nor2 | 39 |
| xor2 | 18 |
| nand2 | 12 |
| xnor2 | 12 |
| nand4 | 11 |
| nand3 | 10 |
| and3 | 6 |
| inv | 5 |
| ha | 5 |
| clkbuf | 5 |
| clkdlybuf4s50 | 4 |
| nor4 | 4 |
| and4 | 3 |
| nor2b | 3 |
| mux2i | 3 |
| a21oi | 3 |
| a21o | 2 |
| a211oi | 2 |
| o21ai | 2 |
| nor3b | 2 |
| nor3 | 2 |
[registers in the layout, indices dropped and copies added (netlist names)]
register            flops
retry_counter          28
unload_irq_counter      6
RETRY                   1
d_user_event_ack        1
d_user_event_in         1
event_ack_signal        1
event_signal            1
unload_flaq             1
[per-stage QoR]
step	hold slack (ns)	worst slack (ns)	power (uW)	std cells	instance area [um^2]
after global routing	0.4028	2.238	756.9	320	2085
after global placement	0.3717	2.211	504.8	313	2003
after floorplan	0.3674	2.767	498.7	201	1873
final	0.3814	2.492	710.0	320	2085
after detailed placement	0.3711	2.154	508.6	313	2003
after CTS	0.3820	2.460	723.0	320	2085
[worst min-delay path by stage]
stage                              end  slack, ns  cells past startpoint             start
final                     event_signal       0.38                      1   d_user_event_in
after global routing  event_ack_signal       0.40                      1  d_user_event_ack
after CTS                 event_signal       0.38                      1   d_user_event_in
[where the power goes]
part           switching [uW]  total [uW]  internal, uW
sequential               19.2         378           359
combinational            65.3         120          54.9
clock                     111         211           100
[area by class of cell]
type,count,share of cell area
multi-input combinational,152,0.4784
sequential,40,0.3842
tap,111,0.06663
clock buffer,5,0.03301
timing repair buffer,5,0.02281
inverter,5,0.009004
clock inverter,2,0.006002
[worst max-delay path: cells and delay by family]
| family | cells | cell delay [ns] |
|---|---|---|
| buffers and inverters | 3 | 0.94 |
| AND/OR/NAND/NOR | 3 | 0.49 |
[metal layers]
metal,vias up,track usage,wire length [um]
met1,622,0.06341,1512
met3,4,0.01238,100
met2,11,0.07762,1324
met4,0,0.007414,45
met5,-,0,0
li1,712,-,-
Power is estimated from default activity; no workload was simulated.
